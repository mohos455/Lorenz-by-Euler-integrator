==> /design/flow/design.v <==
module clkdev (
    input CLOCK_50,reset,
    output AnalogClock
);
    reg [4:0] count;
always @ (posedge CLOCK_50) 
begin
	if(reset==0)
	count <= 0; 
	else
        count <= count + 1; 
end	
assign AnalogClock = (count==0);	
endmodule
==> /design/flow/run.sh <==
#!/bin/bash
# OpenROAD 26Q1-2900-gdf79404cd8, Yosys 0.63+post, stock flow scripts
make -C /OpenROAD-flow-scripts/flow DESIGN_CONFIG=/design/flow/config.mk WORK_HOME=/design/flow/orfs finish
==> /design/flow/config.mk <==
export PLATFORM = sky130hd
export DESIGN_NAME = clkdev
export DESIGN_NICKNAME = clkdev
export VERILOG_FILES = /design/flow/design.v
export SDC_FILE = /design/flow/constraint.sdc
export NUM_CORES = 4
export LEC_CHECK = 1
export CORE_AREA = 10 10 70 70
export DIE_AREA = 0 0 80 80
==> /design/flow/constraint.sdc <==
current_design clkdev

set clk_period 1.9
set clk_io_pct 0.2

create_clock -name clk0 -period $clk_period [get_ports {CLOCK_50}]

set non_clock_inputs [all_inputs -no_clocks]
set_input_delay [expr $clk_period * $clk_io_pct] -clock clk0 $non_clock_inputs
set_output_delay [expr $clk_period * $clk_io_pct] -clock clk0 [all_outputs]
==> changes_impl.md <==
### Changed

- Drt pass-1 iters: 2
- Critical path launch point: count[0]
- Finish-stage setup viols: 0
- # diodes: 0
- Most frequent logic cell in the layout: dfxtp_1
- Fin cells: roughly 74
- CP Capture Point: AnalogClock
- Critical path class: reg -> out
- Worst min path class: reg -> reg
- Pwr/cell area: 796 nW/µm²
- IO buf count: 2
- Max_slew headroom: 85.1%
- Via count: 159
- Synth Instances: 22
- Initial antenna violation count: 0
- Grt ovf: 0
- CTS tree: done
- Site Rows: 21
- RSZ-0062 raised after global routing: no
- Mean area per synthesized cell: 9.95 µm²
- Top cells by area, synth: dfxtp_1 (46%), ha_1 (11%), mux2i_1 (9.1%)
- Yosys Warn Count: 1
- Placer Congestion: approximately 0.74
- Hold depth: 1
- Fp util: 6.41%
- Longest Clk Path Bufs: 2
- Largest net degree at the start of global routing: 8
- Cell type with the largest total area after synthesis: dfxtp_1
- Vias in the first global route: between 150 and 200
- Reg2Reg Setup Slack: 930 ps
- DRT antenna net count: 0
- CTS buffer count: 3
- Worst Path Required: 1520 ps
- Max reg flops: 5
- P_leak: 0.000148 µW
- Final Power: 265 µW
- Worst-Skew Late Latency: between 200 and 300 ps
- Top flop regs: count x5
- Reg-to-Reg Start: count[0]
- Io pins: 3
- P&R area growth vs syn: 52.0%
- Share of cells above drive strength 1: 17.9%
- Area occupied by registers: 100 µm²
- Core Region: 3420 µm²
- DIE AREA: ~6400 µm²
- Final Skew: 3.36 ps
- OpenROAD warnings: 26
- WP data arrival: 1150 ps
- Fin crit period: 1530 ps
- CTS root buf: clkbuf_4
- WHS: 479 ps
- Die width: 80 µm
- Yosys stat chip area: between 200 and 250 µm²
- CP max FO: 4
- Comb gate area: 118 µm²
- Die Y: 80 µm
- Fill count: 406
- Type of origin of the critical path: flip-flop
- H-tree Lvls: 1
- Unique cell type count in the Yosys netlist: 11
- Number of cells in Yosys stat: 22
- Max-area cell share: 45.7%
- Most frequent cells in the layout: dfxtp_1 (5), clkbuf_4 (3)
- # DRC: 0
- Worst ir drop on vdd: ~0.12 mV
- Reg-to-Reg End: count[1]
- Post-route clock period utilization: between 80 and 90%
- DP Wirelength: 256 µm
- Worst reg2reg path depth: 3
- Wire per inst: 4.76 µm
- Outcome: complete, no violations
- Gr usage total: 1.18%
- Worst Setup End Kind: primary output
- Flops after synth: 5
- Largest Register: count
- Dpl cells: 70
- Wirelength, routed: roughly 350 µm
- Post-synth seq share: 45.7%
- Measured slew at the worst slew-check pin: 223 ps
- Fmax: 654 MHz
- First-pass GRT wire length: about 660 µm
- TNS Setup: 0 ps
- Clk slew on worst S/H paths: about 50 ps
- Vias per inst: 2.15
- Mapped Area: ~220 µm²
- Post-CTS Setup Repair Bufs: 0
- CTS sink cnt: 5
- Final Hold Violating Endpoints: 0
- Fin. max-slew vios: 0
- Detailed Route Iter0 Violations: 8
- Total of max-cap violations: 0
-- routing by layer --
| metal | global-route usage, % | part of all wire, % |
|---|---|---|
| met4 | 0.704 | 0 |
| met2 | 1.52 | 45 |
| met1 | 1.60 | 51 |
| met3 | 0.455 | 4.3 |
| met5 | 0 | 0 |
-- worst min path at each step --
stage | slack (ps) | end | start
6_report | 480 | count[0] | count[0]
4_1_cts | 480 | count[0] | count[0]
5_1_grt | 510 | count[0] | count[0]
-- where the power goes --
group          internal [µW]  switching (µW)
clock                   76.5            49.6
sequential               111            5.31
combinational           15.0            7.87
total                    202            62.7
-- synth_stat cells --
cell and n:
xor2_1 1, nor2b_1 1, ha_1 2, nand3_1 2, inv_1 2, nand2b_1 2, nand2_1 2, and2_1 2
dfxtp_1 5, mux2i_1 2, nor4b_1 1
-- cell families (layout without fill, tap and decap cells) --
family        count (synthesis)  count (layout)  synth area share [%]
mux                           2               2                  9.14
simple gates                 10              10                  26.3
fa+ha+maj                     2               2                  11.4
buf+inv                       2               8                  3.43
flops                         5               5                  45.7
xor+xnor                      1               1                  4.00
-- worst max-delay path, stage by stage, from the launching register on --
cell	delay, ps
dfxtp_1	380
inv_1	60
ha_1	190
nor4b_2	150
dlymetal6s2s_1	130
-- what timing repair did --
item | in CTS | in global routing
setup endpoints to repair | 1 | 1
hold buffers | 0 | 0
resized | 1 | 1
-- cell type report --
| class | instances | share of cell area [%] |
|---|---|---|
| multi-input combinational | 15 | 35.3 |
| sequential | 5 | 30.1 |
| tap | 46 | 17.3 |
| clock buffer | 3 | 6.77 |
| timing repair buffer | 2 | 6.77 |
| inverter | 2 | 2.26 |
| clock inverter | 1 | 1.50 |
-- metrics by stage --
step / setup slack, ps / util [%] / cell area, µm²
detailed placement: 274 / 8.68 / 297
floorplan: 846 / - / 219
global route: 300 / 9.74 / 333
CTS: 37.5 / 9.67 / 330
finish: 371 / 9.74 / 333
global placement: 274 / 8.68 / 297
Power figures rest on the tool's default switching activity, not on a simulated workload.
