`design/flow/run.sh`:
```
#!/bin/bash
# OpenROAD 26Q1-2900-gdf79404cd8, Yosys 0.63+post, stock flow scripts
make -C /OpenROAD-flow-scripts/flow DESIGN_CONFIG=/design/flow/config.mk WORK_HOME=/design/flow/orfs finish
```
`design/flow/constraint.sdc`:
```
current_design signed_mult

set clk_period 23.9
set clk_io_pct 0.2

create_clock -name clk0 -period $clk_period

set non_clock_inputs [all_inputs -no_clocks]
set_input_delay [expr $clk_period * $clk_io_pct] -clock clk0 $non_clock_inputs
set_output_delay [expr $clk_period * $clk_io_pct] -clock clk0 [all_outputs]
```
`design/flow/design.v`:
```
module signed_mult (
	input 	signed	[26:0] 	a,
	input 	signed	[26:0] 	b,
	output 	signed  [26:0]	out
);
	wire 	signed	[53:0]	mult_out;
	assign mult_out = a * b;
	assign out = {mult_out[53], mult_out[45:20]};
endmodule
```
`design/flow/config.mk`:
```
export PLATFORM = sky130hd
export DESIGN_NAME = signed_mult
export DESIGN_NICKNAME = signed_mult
export VERILOG_FILES = /design/flow/design.v
export SDC_FILE = /design/flow/constraint.sdc
export NUM_CORES = 4
export LEC_CHECK = 1
export CORE_UTILIZATION = 30
```
==> run summary <==
maximum vdd ir drop -> 1060 uV
PortBufs -> 81
setup TNS -> 0 ns
adder share -> 0.673
synthesized netlist cell count -> 2825
num ports -> 81
CP endpoint kind -> primary output
CP startpoint kind -> primary input
Finish-stage setup viols -> 0
hold worst-path end -> out[0]
unrepaired setup endpoints after global routing -> false
vias in the first global route -> 19500
Critical-path top delay cell -> fa_1
Final Max Slew Viols -> 0
final-layout clock buffer total -> 0
Yosys chip area -> 0.0255 sq mm
Setup CP Type -> primary input to primary output
Log Warnings -> 32
Crit Path Max Fanout -> 27
DRC viols -> 0
MUX share of area -> 0.000393
Final min period -> 17.40 ns
router iterations before antenna repair -> 5
YS warnings -> 0
Filler Cells Inserted -> 8682
Synth area leader -> fa_1
Cell Type Count -> 40
DIE AREA -> 0.0860 sq mm
post-CTS sizing -> 0
largest net degree at the start of global routing -> 28
Setup Buffers After CTS -> 0
1st-iter DRT viols -> 371
gr usage total -> 0.161
Slew headroom -> 0.543
placed cells -> 3957
WHS Path Cells -> 9
DRT Wirelength -> 59300 um
number of antenna violations at the first check in global routing -> 1
Worst Path Required -> 19.12 ns
WL per Instance -> 15.0 um
CP dominant cell by count -> inv_1
HP Start -> b[3]
Worst Path Buf+Inv -> 10
simple share -> 0.143
yosys cell count -> 2825
sw frac -> 0.484
Post-Syn Area per Cell -> 9.01 sq um
core box area -> 0.0838 sq mm
Post-DRT Antenna Nets -> 0
power per cell area -> 434 mW/mm^2
Layout Cells excl Fill -> 3959
Tcrit/Tclk final -> 0.728
switching power -> 5790 uW
top cells, area -> fa_1 (60%), inv_1 (13%), ha_1 (7.5%)
Critical Path AT -> 12.62 ns
MaxCap Viol Count -> 0
worst min-delay path class -> primary input to primary output
synthesized area -> 0.0255 sq mm
Worst-Margin Slew -> 0.686 ns
Via density -> 4.30
AO/OA Area Share -> 0.0188
Seq cells -> 0
fraction of layout instances using a drive strength above 1 -> 0.0216
endpoints failing hold -> 0
gr ovfl total -> 0
XOR-XNOR Cells, Area Fraction -> 0.0131
total power -> 12000 uW
first-pass GRT wire length -> 103000 um
f_max -> 57.5 MHz
# hold bufs at CTS -> 0
Pleak -> 0.0142 uW
FF+latch area -> 0 sq um
comb area leader -> adder cells
Seq/Total Area, Yosys -> 0
fp util -> 0.304
site row count -> 106
Crit path max-delay family -> adder cells
status -> finished, final reports clean
Max-area cell share -> 0.598
hpwl dp -> 49600 um
Layout area overhead -> 8.37%
worst stage delay on the critical path -> 0.73 ns
DIE HEIGHT -> 293 um
via count -> 17000
Die X -> 293 um
gp weighted congestion -> 0.871
Int Power -> 6170 uW
## cells by family after synthesis
family / Yosys count
buf+inv: 1027
compound gates: 69
fa+ha+maj: 913
simple gates: 777
mux: 1
xor+xnor: 38
## worst min-delay path, cell delays in order
cell and delay [ns]:
clkdlybuf4s50_1 0.46, buf_4 0.30, and4_1 0.24, a221oi_1 0.14, o211ai_1 0.30, nand2_1 0.09
nand2_1 0.10, xor2_1 0.11, clkdlybuf4s50_1 0.40
## metal layers
| metal | wire (um) | GRT usage | part of all wire |
|---|---|---|---|
| met5 | 0 | 0 | 0 |
| met4 | 720 | 0.0146 | 0.012 |
| met3 | 5300 | 0.0580 | 0.089 |
| met2 | 29000 | 0.265 | 0.49 |
| met1 | 24300 | 0.217 | 0.41 |
## cells in the final DEF, fill, tap and decap left out, types with 4 or more instances in the layout
master / netlist / routed
a21o_1: 16 / 16
a21oi_1: 18 / 18
and2_1: 251 / 251
and4_1: 5 / 5
buf_4: 0 / 55
clkdlybuf4s50_1: 0 / 81
fa_1: 760 / 760
ha_1: 153 / 153
inv_1: 889 / 889
nand2_1: 461 / 461
nand2b_1: 12 / 12
nand3_1: 4 / 4
nor2_1: 27 / 27
nor2b_1: 4 / 4
nor3_1: 5 / 5
o21ai_0: 10 / 10
xnor2_1: 27 / 27
xor2_1: 11 / 11
## area by class of cell
class,count,area (sq um),share of cell area
antenna,2,5.00,0.000181
inverter,889,3340,0.121
multi-input combinational,1798,21600,0.783
tap,1134,1420,0.0514
timing repair buffer,136,1220,0.0444
## worst max path at each step
stage                 startpoint  endpoint  slack (ns)  cells past startpoint
after global routing       a[26]   out[26]        5.88                     27
final                      a[26]   out[26]        6.50                     27
after CTS                  a[26]   out[26]        6.34                     27
## power groups by stage
stage         logic, uW  registers [uW]  clock network (uW)
CTS               12600               0                   0
global route      13900               0                   0
## Yosys cell counts (all sizes together), types with 2 or more instances
cell,instances
clkbuf,137
nand3,4
fa,760
nand4,3
o211ai,3
a21o,16
nor3,5
nand2b,12
o21bai,3
xnor2,27
a211oi,3
nor2b,4
a21oi,18
and2,251
ha,153
nor2,27
o21ai,10
a221oi,2
a211o,3
xor2,11
a31o,2
and4,5
and3,2
inv,889
nand2,462
## stage by stage
step	setup slack [ns]	hold WS (ns)	util	cell area, sq um
2_1_floorplan	7.96	10.14	-	25500
3_3_place_gp	6.35	11.72	0.329	27600
3_5_place_dp	6.35	11.74	0.329	27600
4_1_cts	6.34	11.75	0.329	27600
5_1_grt	5.88	11.86	0.329	27600
6_report	6.50	11.70	0.329	27600
Power figures rest on the tool's default switching activity, not on a simulated workload.
